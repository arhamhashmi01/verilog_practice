==> /design/flow/config.mk <==
export PLATFORM = sky130hd
export DESIGN_NAME = seq_controller
export DESIGN_NICKNAME = seq_controller
export VERILOG_FILES = /design/flow/design.v
export SDC_FILE = /design/flow/constraint.sdc
export NUM_CORES = 4
export LEC_CHECK = 1
export CORE_AREA = 10 10 70 70
export DIE_AREA = 0 0 80 80
==> /design/flow/constraint.sdc <==
current_design seq_controller

set clk_period 1.3
set clk_io_pct 0.2

create_clock -name clk0 -period $clk_period [get_ports {clk}]

set non_clock_inputs [all_inputs -no_clocks]
set_input_delay [expr $clk_period * $clk_io_pct] -clock clk0 $non_clock_inputs
set_output_delay [expr $clk_period * $clk_io_pct] -clock clk0 [all_outputs]
==> /design/flow/design.v <==
module seq_controller(opcode,zero,clk,rst,mem_rd,load_ir,halt,inc_pc,load_ac,load_pc,mem_wr);
    input wire [2:0]opcode;
    input wire zero;
    input wire clk;
    input wire rst;
    output reg mem_rd;
    output reg load_ir;
    output reg halt;
    output reg inc_pc;
    output reg load_ac;
    output reg load_pc;
    output reg mem_wr;
    localparam INST_ADDR = 3'b000;
    localparam INST_FETCH = 3'b001;
    localparam INST_LOAD = 3'b010;
    localparam IDLE = 3'b011;
    localparam OP_ADDR = 3'b100;
    localparam OP_FETCH = 3'b101;
    localparam ALU_OP = 3'b110;
    localparam STORE = 3'b111;
    reg [2:0]state;
    reg [2:0]nextstate;
    always @(posedge clk or negedge rst) begin
        if (!rst) begin
            state <= INST_ADDR;
        end
        else begin
            state <= nextstate;
        end
    end
    always @(*)begin
        case (state)
            INST_ADDR : nextstate = INST_FETCH;
            INST_FETCH : nextstate = INST_LOAD;
            INST_LOAD : nextstate = IDLE;
            IDLE : nextstate = OP_ADDR;
            OP_ADDR : nextstate = OP_FETCH;
            OP_FETCH : nextstate = ALU_OP;
            ALU_OP : nextstate = STORE;
            STORE : nextstate = INST_ADDR;
            default : nextstate = INST_ADDR;
        endcase
    end
    reg H,Z,A,S,J;
    always @(opcode)begin
        H = (opcode == 3'b000)? 1:0;
        Z = (opcode == 3'b001 & zero == 1)? 1:0;
        A = (opcode == 3'b010 | opcode == 3'b011 | opcode == 3'b100 | opcode == 3'b101)? 1:0;
        S = (opcode == 3'b110)? 1:0;
        J = (opcode == 3'b111)? 1:0;
    end
    always @(state)begin
        if (state == INST_ADDR)begin
            mem_rd=0; 
            load_ir=0; 
            halt=0; 
            inc_pc=0; 
            load_ac=0; 
            load_pc=0; 
            mem_wr=0;
        end
        else if (state == INST_FETCH)begin
            mem_rd=1; 
            load_ir=0; 
            halt=0; 
            inc_pc=0; 
            load_ac=0; 
            load_pc=0; 
            mem_wr=0;
        end
        else if (state == INST_LOAD)begin
            mem_rd=1; 
            load_ir=1; 
            halt=0; 
            inc_pc=0; 
            load_ac=0; 
            load_pc=0; 
            mem_wr=0;
        end
        else if (state == IDLE)begin
            mem_rd=1; 
            load_ir=1; 
            halt=0; 
            inc_pc=0; 
            load_ac=0; 
            load_pc=0; 
            mem_wr=0;
        end
        else if (state == OP_ADDR)begin
            mem_rd=1; 
            load_ir=0; 
            halt=H; 
            inc_pc=1; 
            load_ac=0; 
            load_pc=0; 
            mem_wr=0;
        end
        else if (state == OP_FETCH)begin
            mem_rd=A; 
            load_ir=0; 
            halt=0; 
            inc_pc=0; 
            load_ac=0; 
            load_pc=0; 
            mem_wr=0;
        end
        else if (state == ALU_OP)begin
            mem_rd=A; 
            load_ir=0; 
            halt=0; 
            inc_pc=Z; 
            load_ac=A; 
            load_pc=J; 
            mem_wr=0;
        end
        else begin
            mem_rd=A; 
            load_ir=0; 
            halt=0; 
            inc_pc=J; 
            load_ac=A; 
            load_pc=J; 
            mem_wr=S;
        end
    end
endmodule
==> /design/flow/run.sh <==
#!/bin/bash
# OpenROAD 26Q1-2900-gdf79404cd8, Yosys 0.63+post, stock flow scripts
make -C /OpenROAD-flow-scripts/flow DESIGN_CONFIG=/design/flow/config.mk WORK_HOME=/design/flow/orfs finish
==> reports/writeup.txt <==
The flow ran to the end, but the final reports show violations. The final reports fail on setup timing. For the pin with the worst max-slew slack, the measured transition is 0.2384 ns.

Summed over all nets, the half-perimeter wirelength after detailed placement is 751.9 um. The critical path's largest stage delay works out to 0.42 ns. The tools report the kind of capture point of the worst setup path as an output port. The tools report the total number of H-tree levels as 1.

The first global-routing pass estimated 1669 um of wire. The floorplan has 21 rows. The run gives 329.1 um2 as the area reported by Yosys stat.

Wires add up to 1146 um. For the post-route core utilization, the log shows 0.2179. The tools report the worst flop-to-flop path startpoint as state[0]$_DFF_PN0_.

The critical path's slowest stage uses the library cell sky130_fd_sc_hd__dfrtp_2. In this run the remaining antenna-violating nets after routing total 0. In the final report, the number of hold violations comes to 0.

The worst-case headroom to the max-slew limit was 0.8393. The worst hold path class is input pin to asynchronous set/reset pin. The run gives 0.1938 mV for the maximum ir drop on the vdd rail. Setup repair after global routing could not meet its margin everywhere.

For the count of TritonRoute iterations in the first routing pass, the log shows 2. The floorplan die height was 80 um. Before CTS, the worst setup slack after placement is -0.8456 ns. The cell family contributing the most delay on the critical path is flip-flops. STA classifies the critical path startpoint as a flip-flop.

With the count of hold-fix buffers inserted at cts at 0, the DRC violation count after routing is 0. The post-detailed-route wirelength per cell was 10.23 um. With the post-route worst setup slack at -0.6523 ns, the number of antenna diodes is 0.

The critical path goes through inv_4, ha_4, buf_6, nor3_4, nor2_2, o41ai_2, buf_2. TritonCTS built the clock tree. Full die area: 6400 um2. The via count of the first global-routing pass is 365, and the count of port buffers added during placement is 12. The required time of the critical path was 1.04 ns; the placed cell count was 101.

The routed layout has 382 vias. With the buffer levels on the longest clock path at 2, the number of logic stages on the critical path including buffering is 7. Dividing the synthesized area by the synthesized cell count gives 8.438 um2. With the synthesis warning total at 1, the data arrival at the endpoint of the critical path is 1.69 ns. Counting every instance in the synthesized netlist gives 39. The timing report notes that buffer and inverter cells on the critical path total 3. Final critical delay including setup and external delays: 1.952 ns. The tools report the global placement routability congestion as 0.8325.

The CTS sink count was 3; the number of top-level pins was 13. The ratio of routed vias to standard cells came out at 3.411. The final layout reports a setup TNS of -3.520 ns. Per the log, the first TritonRoute iteration ended with a DRC count of 19. The clock reaches the later pin of the worst-skew pair after 0.23 ns. The critical path in this run is classified as flip-flop to output port. In the final layout, the registers with the most flip-flops are state x3. In this run the worst setup path begins at state[1]$_DFF_PN0_.

Cell accounting for the most synthesized area: sky130_fd_sc_hd__dfrtp_1. The flip-flop count of the largest register, all copies and words added was 3. CTS placed an instance of sky130_fd_sc_hd__clkbuf_4 at the clock tree root. Overall power consumption after layout is estimated at 0.0002915 W. Per the OpenROAD floorplan log, the area of the core is 3416 um2. The CTS report gives the tree buffer count as 3. The number of endpoints failing setup at the final stage came out at 7. The global-route usage over all layers is 0.03195.

The tally of OpenROAD warnings came out at 32. The power density over the cells is 391.5 nW/um2, and the initial core utilization is 0.09634. The layout overhead on the synthesized area was 126.2%. In this build the clock could be raised as far as 512.2 MHz.

For the number of antenna violations at the first check in global routing, the log shows 0. The tools report the post-synth design cell area as 329.1 um2. According to the floorplan report, the die width is 80 um. The register bank with the most flops is state. In this run, synthesis produced a sequential element count of 3. Measured in cells, the most critical reg-to-reg path has a length of 5. In the final report, the number of pins over their slew limit comes to 0. Yosys mapped the design onto 19 distinct sky130hd cell types. The share of Yosys cell area claimed by the top area cell type is 0.2281, and the fraction of layout instances using a drive strength above 1 is 0.6970. Yosys attributes the largest share of cell area to sky130_fd_sc_hd__dfrtp_1 23%, sky130_fd_sc_hd__ha_1 19%, sky130_fd_sc_hd__nor3_1 6.1%. Post-route fraction of the period consumed by the critical path: 1.502. Entering global routing, the biggest net connects 8 pins.

Max fanout on the critical path was recorded as 4. In this run the maximum-capacitance check reported violations numbering 0. The post-synthesis sequential area ratio is 0.2281. The analysis attributes to cell leakage a power of 0.2992 nW. For the final database, setup skew stands at 0.001427 ns. The clock transition at the registers of the reported paths is 0.03 ns. The final instance count without filler cells was 112; the final global-route overflow total was 0.

The most common logic cells in the final layout are 7 x sky130_fd_sc_hd__buf_6, 7 x sky130_fd_sc_hd__buf_4, 5 x sky130_fd_sc_hd__clkdlybuf4s50_1. The total cells reported by yosys after synthesis was 39.
## where the power goes
group          internal, W   total, W  switching (W)
combinational    0.0000225  0.0000387      0.0000162
sequential       0.0000939  0.0000939              0
clock             0.000115   0.000159      0.0000441
## cell families (layout without fill, tap and decap cells)
logic type | Yosys count | count (layout) | synth area share
DFF | 3 | 3 | 0.2281
muxes | 1 | 1 | 0.03422
xor gates and xnor gates | 1 | 1 | 0.02662
adders and majority gates | 5 | 5 | 0.1901
and+or+nand+nor | 18 | 18 | 0.2966
AOI/OAI and AO/OA | 5 | 5 | 0.1217
buffers and inverters | 6 | 33 | 0.1027
## through the flow
step	hold WS [ns]	instance area [um2]
global route	0.2126	744.5
finish	0.2144	744.5
floorplan	-0.03559	366.6
detailed placement	0.4580	566.8
CTS	0.2098	676.9
global placement	0.4553	566.8
## final timing paths
path / endpoint / slack (ns)
setup reg to reg: state[0]$_DFF_PN0_ / 0.15
hold reg to reg: state[0]$_DFF_PN0_ / 0.65
setup / recovery: inc_pc / -0.65
hold / removal: state[2]$_DFF_PN0_ / 0.21
min in group clk0: state[0]$_DFF_PN0_ / 0.65
max in group asynchronous: state[1]$_DFF_PN0_ / 0.93
## layer usage
| metal | vias to the layer above | GRT usage | wire length (um) |
|---|---|---|---|
| met5 | - | 0 | 0 |
| met4 | 0 | 0.005282 | 0 |
| met3 | 0 | 0.02045 | 125 |
| met2 | 10 | 0.04655 | 490 |
| met1 | 181 | 0.03920 | 530 |
| li1 | 191 | - | - |
## area by class of cell
| cell class | count | area, um2 |
|---|---|---|
| flip-flops and latches | 3 | 77.57 |
| repair buffers | 25 | 211.5 |
| multi-input cells | 30 | 351.6 |
| well taps | 46 | 57.56 |
| inverters | 4 | 20.02 |
| fillers | 370 | 2671 |
| clock buffers | 4 | 26.28 |
## Yosys cell counts
master,n
sky130_fd_sc_hd__mux2_2,1
sky130_fd_sc_hd__buf_6,1
sky130_fd_sc_hd__a32oi_1,1
sky130_fd_sc_hd__nor4_1,2
sky130_fd_sc_hd__nand2_1,4
sky130_fd_sc_hd__nor4b_1,1
sky130_fd_sc_hd__buf_4,1
sky130_fd_sc_hd__nor3_1,4
sky130_fd_sc_hd__xnor2_1,1
sky130_fd_sc_hd__and2_1,1
sky130_fd_sc_hd__o41ai_2,1
sky130_fd_sc_hd__a21oi_1,1
sky130_fd_sc_hd__and3_2,1
sky130_fd_sc_hd__ha_1,5
sky130_fd_sc_hd__inv_1,4
sky130_fd_sc_hd__nor3b_2,1
sky130_fd_sc_hd__nor2_1,4
sky130_fd_sc_hd__dfrtp_1,3
sky130_fd_sc_hd__o21ai_0,2
## what timing repair did
action | in CTS | in global routing
endpoints found under the setup margin | 7 | 7
pin swaps | 1 | 8
resized | 30 | 21
setup buffers | 5 | 2
No activity file was given, so power comes from the tool's default toggle rates.
