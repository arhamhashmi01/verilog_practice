--- flow/config.mk ---
export PLATFORM = sky130hd
export DESIGN_NAME = alu
export DESIGN_NICKNAME = alu
export VERILOG_FILES = /design/flow/design.v
export SDC_FILE = /design/flow/constraint.sdc
export NUM_CORES = 4
export LEC_CHECK = 1
export CORE_AREA = 10 10 95 95
export DIE_AREA = 0 0 105 105
--- flow/constraint.sdc ---
current_design alu

set clk_period 8.4
set clk_io_pct 0.2

create_clock -name clk0 -period $clk_period

set non_clock_inputs [all_inputs -no_clocks]
set_input_delay [expr $clk_period * $clk_io_pct] -clock clk0 $non_clock_inputs
set_output_delay [expr $clk_period * $clk_io_pct] -clock clk0 [all_outputs]
--- flow/design.v ---
module alu (a_i,b_i,op_i,res_o);
    input wire [7:0]a_i;
    input wire [7:0]b_i;
    input wire [2:0]op_i;
    output reg [7:0]res_o;
    always @(*) begin
        if (op_i==3'b000) begin
            res_o = a_i + b_i;  
        end
        else if (op_i==3'b001) begin
            res_o = a_i - b_i;  
        end
        else if (op_i==3'b010) begin
            res_o = a_i & b_i;  
        end
        else if (op_i==3'b011) begin
            res_o = a_i | b_i;  
        end
        else if (op_i==3'b100) begin
            res_o = a_i ^ b_i;  
        end
        else if (op_i==3'b101) begin
            res_o = a_i >> b_i;  
        end
        else begin
            res_o = a_i << b_i;  
        end
    end
endmodule
--- flow/run.sh ---
#!/bin/bash
# OpenROAD 26Q1-2900-gdf79404cd8, Yosys 0.63+post, stock flow scripts
make -C /OpenROAD-flow-scripts/flow DESIGN_CONFIG=/design/flow/config.mk WORK_HOME=/design/flow/orfs finish
==> results.sh <==
# source this file to load flow results
export IMPL_crit_chain="clkdlybuf4s50_1, clkinv_1, ha_1, a21oi_1, o21ai_0, a22oi_1, xor2_1, o311ai_0, clkdlybuf4s50_1"
export IMPL_ys_seq_share_pct=0
export IMPL_warnings=47
export IMPL_hold_violations=0
export IMPL_cp_num_cells=9
export IMPL_fin_crit_ps=6620
export IMPL_place_hpwl_mm=4.20
export IMPL_mappedNetlistArea_um2=1720
export IMPL_antenna_found_initial=0
export IMPL_maxSlewViolCount=0
export IMPL_gp_congestion=0.964
export IMPL_ys_types=50
export IMPL_rows=30
export IMPL_crit_top_cell="clkdlybuf4s50_1"
export IMPL_cp_num_buf_inv=3
export IMPL_postSynthAreaPerCell_um2=7.01
export IMPL_timing_final_ws_setup_ps=1780
export IMPL_layout_top_cells="27 x clkdlybuf4s50_1, 23 x inv_1, 23 x ha_1"
export IMPL_slew_headroom_pct=61.9
export IMPL_hold_depth=4
export IMPL_finalSetupViolations=0
export IMPL_path_max_fanout=14
export IMPL_status="completed"
export IMPL_place_area_um2=2050
export IMPL_yosys_area_um2=1720
export IMPL_power_density_nw_per_um2=53.2
export IMPL_remaining_drc_errors=0
export IMPL_dp_slack_ps=1820
export IMPL_diodes=0
export IMPL_grt_max_degree=30
export IMPL_clock_fmax_mhz=151
export IMPL_dieArea_um2=11000
export IMPL_num_vias=1871
export IMPL_cp_endpoint="res_o[5]"
export IMPL_holdBufCountCts=0
export IMPL_tightest_slew_ps=570
export IMPL_max_stage_delay_ps=730
export IMPL_drtIter0Drc=221
export IMPL_leakage_nw=0.823
export IMPL_die_height_um=105
export IMPL_finalSetupTns_ps=0
export IMPL_fp_util_pct=24.9
export IMPL_seq_cells=0
export IMPL_final_area_um2=2050
export IMPL_worst_ir_drop_vdd_v=0.0000246
export IMPL_post_cts_buffers=0
export IMPL_io_buffers=27
export IMPL_core_area_um2=6910
export IMPL_antenna_left=0
export IMPL_yosys_cells=245
export IMPL_drtPass1Iterations=5
export IMPL_crit_path_start_kind="primary input"
export IMPL_die_w_um=105
export IMPL_period_used_pct=78.9
export IMPL_syn_to_final_growth_pct=19.5
export IMPL_yosys_warnings=1
export IMPL_drive_gt1_share_pct=6.95
export IMPL_setup_worst_path_class="in2out"
export IMPL_worstPathRequired_ps=6720
export IMPL_slowest_stage="clkdlybuf4s50_1"
export IMPL_cp_startpoint="b_i[2]"
export IMPL_register_area_um2=0
export IMPL_grt_pass1_vias=1702
export IMPL_grt_pass1_wl_mm=8.89
export IMPL_num_io_pins=27
export IMPL_lay_top_count="clkdlybuf4s50_1"
export IMPL_drt_wl_total_mm=5.40
export IMPL_endpoint_kind="output port"
export IMPL_routedWlPerCell_um=15.2
export IMPL_cp_data_arrival_time_ps=4940
export IMPL_synth_cells=245
export IMPL_clkbuf_count=0
export IMPL_grt_use_total_pct=9.29
export IMPL_gr_total_overflow=0
export IMPL_routed_via_density=5.27
export IMPL_cp_top_family="buffers and inverters"
export IMPL_rsz0062_at_grt="no"
export IMPL_cts_resized_gates=0
export IMPL_hp_class="in2out"
export IMPL_drv_cap=0
-- tightest hold or removal path, delay by kind of cell --
kind,cells,cell delay [ps]
AND-OR/OR-AND,1,100
buffers and inverters,3,1080
-- Yosys cell counts, types with 2 or more instances --
cell       number  area [µm²]
a211oi_1        2        15.0
a21o_1          2        15.0
a21oi_1        19        95.1
a22oi_1         3        22.5
a31oi_1         6        37.5
a32oi_1         2        17.5
buf_2           9        45.0
buf_6           2        22.5
clkbuf_1        7        26.3
fa_1            2        40.0
ha_1           23         288
inv_1          23        86.3
mux2i_1         8        80.1
mux4_2          7         158
nand2_1        21        78.8
nand2b_1        4        25.0
nand3_1         6        30.0
nand4_1         3        18.8
nor2_1         17        63.8
nor2b_1         7        43.8
nor3_1          4        20.0
nor3_2          2        20.0
nor4_1          2        12.5
o2111ai_1       2        17.5
o211ai_1        4        30.0
o21ai_0        18        90.1
o21ai_1         3        15.0
o21bai_1        3        22.5
o221ai_1        2        17.5
o22ai_1         3        18.8
o311ai_0        2        17.5
o311ai_1        2        17.5
o31ai_1         2        15.0
or3_1           3        18.8
xnor2_1         2        17.5
xor2_1          4        35.0
-- where the power goes --
part           internal [mW]  total, mW  switching (mW)  leakage (nW)
clock network              0          0               0             0
registers                  0          0               0             0
logic                 0.0517      0.109          0.0575         0.823
total                 0.0517      0.109          0.0575         0.823
-- metal layers --
| layer | wire length (µm) | GRT usage, % |
|---|---|---|
| met1 | 2560 | 13.3 |
| met2 | 2450 | 15.1 |
| met3 | 327 | 1.06 |
| met4 | 51 | 0.980 |
| met5 | 0 | 0 |
-- cells by family after synthesis --
kind of cell | count (synthesis) | share of synthesized area (%)
multiplexers | 15 | 13.8
XOR/XNOR | 6 | 3.06
buffers and inverters | 43 | 11.2
AND-OR/OR-AND | 82 | 31.2
AND/OR/NAND/NOR | 74 | 21.6
adder cells (fa/ha/maj) | 25 | 19.1
-- area by class of cell --
cell class / instances / area [µm²]
fill: 743 / 4860
tap: 96 / 120
inverter: 24 / 90.1
multi-input combinational: 202 / 1530
timing repair buffer: 33 / 315
-- worst min-delay path by stage --
stage                   start        to
final                 op_i[1]  res_o[7]
after global routing  op_i[1]  res_o[7]
after CTS             op_i[1]  res_o[7]
-- metrics by stage --
stage	util (%)	std cells	hold WS [ps]	power, mW
5_1_grt	29.7	355	4620	0.122
2_1_floorplan	-	245	3480	0.0689
6_report	29.7	355	4550	0.109
3_5_place_dp	29.7	355	4550	0.109
3_3_place_gp	29.7	355	4570	0.109
4_1_cts	29.7	355	4560	0.109
Power and IR drop assume default switching activity.
