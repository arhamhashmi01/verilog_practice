$ cat design.v
module controller(opcode,phase,zero,sel,rd,ld_ir,inc_pc,halt,ld_pc,data_e,ld_ac,wr);
    input wire [2:0] opcode;
    input wire [2:0] phase;
    input wire zero;
    output reg sel;
    output reg rd;
    output reg ld_ir;  
    output reg inc_pc; 
    output reg halt; 
    output reg ld_pc;  
    output reg data_e;
    output reg ld_ac;    
    output reg wr;
    reg H =0,A=0,Z=0,S=0,J=0;
    always @(opcode) begin
        H=(opcode==3'b000)? 1:0;
        Z=(opcode==3'b001 & zero ==1)? 1:0;
        A=(opcode==3'b010 | opcode==3'b011  | opcode==3'b110 | opcode==3'b101 )? 1:0;
        S=(opcode==3'b110)? 1:0;
        J=(opcode==3'b111)? 1:0;
    end
    always @(phase ) begin
        if (phase == 3'b000) begin
            sel=1;rd=0;ld_ir=0;inc_pc=0;halt=0;ld_pc=0;data_e=0;ld_ac=0;wr=0;
        end
        else if(phase ==3'b001) begin
            sel=1;rd=1;ld_ir=0;inc_pc=0;halt=0;ld_pc=0;data_e=0;ld_ac=0;wr=0;
        end
        else if(phase ==3'b010) begin
            sel=1;rd=1;ld_ir=1;inc_pc=0;halt=0;ld_pc=0;data_e=0;ld_ac=0;wr=0;
        end
        else if(phase ==3'b011) begin
            sel=1;rd=1;ld_ir=1;inc_pc=0;halt=0;ld_pc=0;data_e=0;ld_ac=0;wr=0;
        end
        else if(phase ==3'b100) begin
            sel=0;rd=0;ld_ir=0;inc_pc=1;halt=H;ld_pc=0;data_e=0;ld_ac=0;wr=0;
        end
        else if(phase ==3'b101) begin
            sel=0;rd=A;ld_ir=0;inc_pc=0;halt=0;ld_pc=0;data_e=0;ld_ac=0;wr=0;
        end
        else if(phase ==3'b110) begin
            sel=0;rd=A;ld_ir=0;inc_pc=Z;halt=0;ld_pc=J;data_e=S;ld_ac=0;wr=0;
        end
        else begin
            sel=0;rd=A;ld_ir=0;inc_pc=0;halt=0;ld_pc=J;data_e=S;ld_ac=A;wr=S;
        end
    end
endmodule
$ cat config.mk
export PLATFORM = sky130hd
export DESIGN_NAME = controller
export DESIGN_NICKNAME = controller
export VERILOG_FILES = /design/flow/design.v
export SDC_FILE = /design/flow/constraint.sdc
export NUM_CORES = 4
export LEC_CHECK = 1
export CORE_AREA = 10 10 70 70
export DIE_AREA = 0 0 80 80
$ cat constraint.sdc
current_design controller

set clk_period 1.0
set clk_io_pct 0.2

create_clock -name clk0 -period $clk_period

set non_clock_inputs [all_inputs -no_clocks]
set_input_delay [expr $clk_period * $clk_io_pct] -clock clk0 $non_clock_inputs
set_output_delay [expr $clk_period * $clk_io_pct] -clock clk0 [all_outputs]
$ cat run.sh
#!/bin/bash
# OpenROAD 26Q1-2900-gdf79404cd8, Yosys 0.63+post, stock flow scripts
make -C /OpenROAD-flow-scripts/flow DESIGN_CONFIG=/design/flow/config.mk WORK_HOME=/design/flow/orfs finish
==> run notes <==
yosys + openroad results -> first-pass GRT wire length between 1000 and 1500 microns, GRT Total Usage roughly 1.9%, number of cells on the worst hold path 3, Die H roughly 80 microns, critical path data required time 800 ps, number of global-route vias before repair between 200 and 250, global placer's final weighted congestion 0.750, arrival time at the worst endpoint 990 ps, via count 214, total power divided by cell area approximately 290 mW/mm^2, number of diodes 0, top cells by count nor2_1, a21oi_1, inv_1, port buffer count 16, vias per inst between 2 and 2.5, Synthesis Warnings 1, post-synthesis instance area around 110 sq um, transition time at the pin with the least slew margin approximately 140 ps, placed instance count approximately 85, peak fanout along the critical path 2, chip area about 0.0064 sq mm, footprint of the flip-flops and latches 0 sq um, fin crit period 1190 ps, placement-stage cell area approximately 360 sq um, TNS Setup -428 ps, top cells by area in the synthesized netlist nor2_1, nand4bb_1, a21bo_2, unrepaired setup endpoints after global routing true, highest achievable clock rate around 0.84 GHz, Die X-Extent around 80 microns, floorplan core area around 0.0034 sq mm, Layout Cells excl Fill between 80 and 90, most common cell in the synthesized netlist nor2_1, worst hold path type in2out, Routed WL per cell slightly below 8 microns, Worst Setup Slack, final -190 ps, synthesized area per cell just under 6 sq um, startpoint kind of the worst setup timing path input pin, worst slack at placement -944 ps, post-cts hold buffer count 0, final-layout worst hold slack roughly 680 ps, area share of the leading cell type in the synthesized netlist approximately 14%, violation count after the first detailed-routing iteration 10, setup-violating endpoint count in the final report 6, startpoint-to-endpoint class of the critical path in2out, maxcap violations 0, share of final-layout standard cells stronger than drive strength 1 65.0%, met3 Usage GRT less than 1%, post-synthesis to final-layout area growth 255%, CP endpoint kind output pin, cell total in the yosys stat output 18, maximum number of pins on one net before global-route repair 7, flip-flops 0, cell area after layout 378 sq um, worst ir drop on vdd ~28 uV, global-route layer with the greatest usage met2, outcome finished, violations left, global routing usage on met2 3.05%, count of final hold-check violations 0, number of rows in the core area 21, number of pins exceeding their max-slew limit in the final report 0, worst max-slew margin expressed relative to the limit about 91%, violated checks negative setup slack, antenna violations before repair 0, remaining number of nets flagged by the antenna check after routing 0, Syn Inst Count 18, area reported by Yosys stat 106 sq um, starting utilization of the core area under 10%, tool warnings 34, I/O pins 16, Remaining DRCs 0, Detailed Route WL roughly 670 microns, DRT Pass-1 Iters 4, sequential-to-total area share from yosys stat 0%, Cell Type Count 13, overflow left after global routing 0, post-layout period usage 119%, met1 GRT Util 2.44%, Synth area leader nor2_1, Static Leak around 0.17 nW, clock buffer instance count of the final layout 0
worst max-delay path, cell delays in order:
cell and delay [ps]:
buf_6 90, or4_4 510, nor2_1 90, buf_2 100
cells by family (layout without fill, tap and decap cells):
group,after synthesis,in the layout,synth area share [%]
simple gates,12,12,68.2
compound gates,4,4,24.7
buf+inv,2,24,7.06
metal layers:
| layer | up-vias | share of wire (%) |
|---|---|---|
| met5 | - | 0 |
| met4 | 0 | 0 |
| met3 | 0 | 17 |
| met2 | 11 | 40 |
| met1 | 92 | 43 |
| li1 | 111 | - |
cell type report:
type | count | area, sq um
Fill cell | 398 | 3040
Timing Repair Buffer | 22 | 183
Multi-Input combinational cell | 16 | 130
Tap cell | 46 | 57.6
Inverter | 2 | 7.51
stage by stage:
stage / power [mW] / utilization (%)
2_1_floorplan: 0.0179 / -
3_3_place_gp: 0.0984 / 10.6
3_5_place_dp: 0.0984 / 10.6
4_1_cts: 0.104 / 10.7
5_1_grt: 0.119 / 11.1
6_report: 0.108 / 11.1
report_power, final:
part / total (mW) / leakage (nW) / switching (mW) / internal [mW]
clock network: 0 / 0 / 0 / 0
registers: 0 / 0 / 0 / 0
logic: 0.108 / 0.165 / 0.0377 / 0.0701
total: 0.108 / 0.165 / 0.0377 / 0.0701
final timing paths:
kind       from    to  slack, ps
max   opcode[1]  halt       -190
min    phase[2]    rd        680
layout by cell type, fill, tap and decap left out:
master           count
buf_2                8
buf_4                3
clkdlybuf4s15_1      1
a31oi_1              1
a21oi_2              1
nor2_1               2
nand4bb_1            1
nor2b_1              1
or4_4                1
nand4_1              1
inv_2                1
nand3b_1             1
buf_8                1
clkdlybuf4s50_1      1
nand3_1              1
a21bo_4              1
nor3b_2              1
inv_1                1
nand2b_4             1
buf_6                6
nor2_2               2
a21oi_1              1
dlygate4sd2_1        2
what timing repair did:
action | in CTS | in global routing
pin swaps | 11 | 5
endpoints found under the hold margin | 0 | 0
setup buffers | 1 | 0
resized | 60 | 3
setup endpoints to repair | 9 | 8
Power and IR drop assume default switching activity.
